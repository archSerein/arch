<file path="design/flow/config.mk">
export PLATFORM = sky130hd
export DESIGN_NAME = trans
export DESIGN_NICKNAME = trans
export VERILOG_FILES = /design/flow/design.v
export SDC_FILE = /design/flow/constraint.sdc
export NUM_CORES = 4
export LEC_CHECK = 1
export CORE_AREA = 10 10 71 71
export DIE_AREA = 0 0 81 81
</file>
<file path="design/flow/constraint.sdc">
current_design trans

set clk_period 2.7
set clk_io_pct 0.2

create_clock -name clk0 -period $clk_period

set non_clock_inputs [all_inputs -no_clocks]
set_input_delay [expr $clk_period * $clk_io_pct] -clock clk0 $non_clock_inputs
set_output_delay [expr $clk_period * $clk_io_pct] -clock clk0 [all_outputs]
</file>
<file path="design/flow/design.v">
module trans(data, ascii);
  input [7:0] data;
  output [7:0] ascii;
  reg [7:0] rom[0:255];  
  initial
  begin
      rom[8'h45] = 8'h30;  
      rom[8'h16] = 8'h31;  
      rom[8'h1E] = 8'h32;  
      rom[8'h26] = 8'h33;  
      rom[8'h25] = 8'h34;  
      rom[8'h2E] = 8'h35;  
      rom[8'h36] = 8'h36;  
      rom[8'h3D] = 8'h37;  
      rom[8'h3E] = 8'h38;  
      rom[8'h46] = 8'h39;  
      rom[8'h1C] = 8'h41;  
      rom[8'h32] = 8'h42;  
      rom[8'h21] = 8'h43;  
      rom[8'h23] = 8'h44;  
      rom[8'h24] = 8'h45;  
      rom[8'h2B] = 8'h46;  
      rom[8'h34] = 8'h47;  
      rom[8'h33] = 8'h48;  
      rom[8'h43] = 8'h49;  
      rom[8'h3B] = 8'h4A;  
      rom[8'h42] = 8'h4B;  
      rom[8'h4B] = 8'h4C;  
      rom[8'h3A] = 8'h4D;  
      rom[8'h31] = 8'h4E;  
      rom[8'h44] = 8'h4F;  
      rom[8'h4D] = 8'h50;  
      rom[8'h15] = 8'h51;  
      rom[8'h2D] = 8'h52;  
      rom[8'h1B] = 8'h53;  
      rom[8'h2C] = 8'h54;  
      rom[8'h3C] = 8'h55;  
      rom[8'h2A] = 8'h56;  
      rom[8'h1D] = 8'h57;  
      rom[8'h22] = 8'h58;  
      rom[8'h35] = 8'h59;  
      rom[8'h1A] = 8'h5A;  
  end
  assign ascii = rom[data];
endmodule
</file>
<file path="design/flow/run.sh">
#!/bin/bash
# OpenROAD 26Q1-2900-gdf79404cd8, Yosys 0.63+post, stock flow scripts
make -C /OpenROAD-flow-scripts/flow DESIGN_CONFIG=/design/flow/config.mk WORK_HOME=/design/flow/orfs finish
</file>
==> qor.yml <==
dieArea_sq_mm: 0.00656
initCoreUtil_pct: 13.1
ys_types: 31
num_rows: 22
post-route-util_pct: 24.1
cp-end-kind: "primary output"
finalSetupViolations: 0
run_status: "finished, final reports clean"
hold_viol: 0
finalNonFillerCells: 161
ant_nets: 0
n_clock_buffer: 0
drv_slew: 0
ys_cells: 78
fin_crit_ns: 2.59
cts_hold_buf: 0
syn_inst: 78
synth_area_sq_um: 474
first_pass_iters: 3
ios: 16
critPathLaunchType: "input pin"
vias: 668
drc_errors: 0
yosys.stat.seqShare_pct: 0
die_y_microns: 81
io_buffer_count: 14
diodes: 0
antenna_found_initial: 0
design_area_sq_um: 876
core_sq_mm: 0.00363
dp_cells: 159
grt_pass1_wl_mm: 2.96
holdCritPathClass: "input pin to primary output"
drtIter0Drc: 16
drive_gt1_share_pct: 31.0
ys_chip_area_sq_um: 474
criticalPathCategory: "input pin to primary output"
holdPathEnd: "ascii[3]"
ir_drop_mv: 0.0474
drv_cap: 0
layout_top_cells: "buf_4 (26), nor2_1 (11), nand2_1 (7), a21oi_1 (7), dlygate4sd2_1 (7)"
openroad.warnings: 36
syn_avg_cell_area_sq_um: 6.08
dpl.hpwl_mm: 1.39
crit_path_start: "data[3]"
place_area_sq_um: 832
whs_path_depth: 4
hold_start: "data[6]"
syn2layout_area_growth_pct: 84.7
grt_pass1_vias: 659
grt_max_degree: 12
avgRoutedWirePerCell_microns: 10.3
via_per_inst: 4.15
finalWeightedCongestion: 0.862
cp_max_fo: 7
ff_count: 0
die_w_microns: 81
yosysWarnings: 1
cp.required_ns: 2.16
grt.overflow.total: 0
regArea_sq_um: 0
power_leakage_nw: 0.409
mostFrequentLayoutCell: "buf_4"
track_usage_pct: 5.35
fin_crit_sh_pct: 95.8
rsz0062_at_grt: "no"
arrival_ns: 2.05
power_density_mw_per_mm2: 142
wl_mm: 1.66
max_freq_ghz: 0.387
==> synth_stat cells (all sizes together) <==
cell     n  area [sq um]
inv      4          15.0
nand3    3          15.0
xor2     1          8.76
or2      1          6.26
o21bai   2          15.0
a32oi    3          26.3
nor2b    2          12.5
a211oi   4          30.0
and2b    1          7.51
o21ai    3          15.0
a21bo    1          10.0
nand2    7          26.3
nor3     1          5.00
ha       4          50.1
a221oi   1          8.76
mux2i    1          10.0
a311o    1          10.0
o41ai    1          8.76
clkbuf   1          5.00
o211ai   2          15.0
o221ai   2          17.5
buf      6          32.5
nor2    11          41.3
conb     1          3.75
nand2b   4          25.0
a21oi    7          35.0
a31oi    2          12.5
or3      1          6.26
==> logic make-up after synthesis <==
| kind of cell | Yosys count | share of synthesized area [%] |
|---|---|---|
| xor+xnor | 1 | 1.85 |
| fa+ha+maj | 4 | 10.6 |
| simple gates | 31 | 30.6 |
| compound gates | 29 | 43.0 |
| other cells | 1 | 0.791 |
| mux | 1 | 2.11 |
| buf+inv | 11 | 11.1 |
==> routing by layer <==
| layer | wire length, microns | global-route usage (%) | share of wire, % | vias to the layer above |
|---|---|---|---|---|
| li1 | - | - | - | 355 |
| met1 | 776 | 6.67 | 47 | 304 |
| met2 | 835 | 10.0 | 50 | 9 |
| met3 | 46 | 0.668 | 2.8 | 0 |
| met4 | 0 | 0.173 | 0 | 0 |
| met5 | 0 | 0 | 0 | - |
==> cell type report <==
class	instances	area, sq um
inverter	4	15.0
tap	48	60.1
multi-input combinational	67	452
fill	416	2760
timing repair buffer	42	349
==> stage by stage <==
stage	hold slack (ns)	worst slack (ns)	total power (W)	TNS, ns
after floorplan	1.16	0.858	0.0000527	0
after global placement	2.25	-0.356	0.000124	-1.50
after detailed placement	2.27	-0.362	0.000124	-1.49
after CTS	1.92	0.00250	0.000125	0
after global routing	1.69	0.00550	0.000140	0
final	1.64	0.113	0.000125	0
==> power breakdown <==
part           switching [W]  internal [W]  leakage [nW]  total [W]
sequential                 0             0             0          0
clock                      0             0             0          0
combinational      0.0000545     0.0000702         0.409   0.000125
total              0.0000545     0.0000702         0.409   0.000125
==> worst max path at each step <==
stage | to | slack (ns) | cells after the start
CTS | ascii[3] | 0.003 | 8
global route | ascii[6] | 0.006 | 7
finish | ascii[6] | 0.11 | 7
==> timing repair <==
action / in CTS / in global routing
cloned: 0 / 0
gates resized: 15 / 7
endpoints found under the setup margin: 7 / 3
buffers inserted: 2 / 0
hold endpoints to repair: 0 / 0
pin swaps: 5 / 2
==> critical path, stage by stage <==
cell,delay [ns]
dlygate4sd2_1,0.25
buf_6,0.14
xor2_2,0.18
o21bai_1,0.18
a21oi_1,0.05
or3_1,0.30
clkdlybuf4s50_1,0.41
No activity file was given, so power comes from the tool's default toggle rates.
