### flow/design.v
module datamem( clk, 
                byteena_a,
                data,
                rdaddress,
                wraddress,
                wren,
                q);
  input       clk;
  input       [3:0] byteena_a;
  input       [31:0]  data;
  input       [14:0]  rdaddress;
  input       [14:0]  wraddress;
  input       wren;
  output reg  [31:0]  q;
  reg  [31:0] tempout;
  wire [31:0] tempin;
  reg [31:0] ram [63:0];
  reg rdclock, wrclock;
  always @(posedge clk)
  begin
    rdclock <= ~rdclock;
    wrclock <= ~wrclock;
  end
  always @(posedge rdclock)
  begin
    if(wren)
      tempout<=ram[wraddress[5:0]];
    else
      q <= ram[rdaddress[5:0]];
  end
    assign tempin[7:0]   = (byteena_a[0])? data[7:0]  : tempout[7:0];
    assign tempin[15:8]  = (byteena_a[1])? data[15:8] : tempout[15:8];
    assign tempin[23:16] = (byteena_a[2])? data[23:16]: tempout[23:16];
    assign tempin[31:24] = (byteena_a[3])? data[31:24]: tempout[31:24];
  always@(posedge wrclock)
  begin
    if(wren)
    begin
      ram[wraddress[5:0]]<=tempin;
    end
    else
    begin
    end
  end
endmodule
### flow/run.sh
#!/bin/bash
# OpenROAD 26Q1-2900-gdf79404cd8, Yosys 0.63+post, stock flow scripts
make -C /OpenROAD-flow-scripts/flow DESIGN_CONFIG=/design/flow/config.mk WORK_HOME=/design/flow/orfs finish
### flow/config.mk
export PLATFORM = sky130hd
export DESIGN_NAME = datamem
export DESIGN_NICKNAME = datamem
export VERILOG_FILES = /design/flow/design.v
export SDC_FILE = /design/flow/constraint.sdc
export NUM_CORES = 4
export LEC_CHECK = 1
export CORE_UTILIZATION = 30
### flow/constraint.sdc
current_design datamem

set clk_period 32.9
set clk_io_pct 0.2

create_clock -name clk0 -period $clk_period [get_ports {clk}]

set non_clock_inputs [all_inputs -no_clocks]
set_input_delay [expr $clk_period * $clk_io_pct] -clock clk0 $non_clock_inputs
set_output_delay [expr $clk_period * $clk_io_pct] -clock clk0 [all_outputs]
==> flow_summary.yaml <==
# generated from flow reports
die:
  fp_util: 0.302
  num_rows: 208
  die_y_microns: 570
  dieArea_sq_um: 325000
  core_sq_um: 321000
  ios: 100
  dieWidth_microns: 570
routing:
  dr_wl_met2_microns: 167000
  vias: 58672
  highest_layer: "met5"
  route.detailed.drc: 0
  wl_met1_microns: 101000
  antenna_left: 0
  via_per_inst: 6.11
  drtIter0Drc: 4593
  wl_per_cell_microns: 39.2
  dr_wl_met3_microns: 79000
  dr.pass1.iters: 6
  wirelength_microns: 376000
worst_setup_path:
  reg2reg_depth: 1
  cpMaxStageDelayCell: "dfxtp_4"
  slowest_delay_ns: 0.76
  arrival_ns: 1.11
  cp.buffers_inverters: 1
  r2r_end: "wrclock$_DFF_P_"
  path_delay_family: "flip-flops"
  crit_type: "reg -> reg"
  end_kind: "flop"
  reg2reg_setup_slack_ns: 31.87
  reg2reg_from: "wrclock$_DFF_P_"
  cp-start-kind: "flop"
  cp.required_ns: 32.98
  path_max_fanout: 80
  crit_chain: "inv_1"
placement:
  gp_congestion: 0.955
  io_buffers: 81
  dp.cells: 9576
  hpwl_microns: 231000
final_timing:
  drv_slew: 0
  unclocked_regs: 2112
  untimed_endpoints: 4256
  period_minus_slack_ns: 1.03
  fin_skew_ns: 0
  fin_crit_sh: 0.0313
  rsz0062_at_grt: "no"
  slew_headroom: 0.284
  max_freq_mhz: 972
  final_hold_viol_count: 0
  tightest_slew_ns: 1.07
  fin_tns_setup_ns: 0
  setup_violations: 0
synthesis:
  synth_cell_types: 67
  syn_avg_cell_area_sq_um: 18.2
  async_flop_share: 0
  ys_seq_frac: 0.655
  edf_count: 2112
  top_cell_area_share: 0.655
  ys.flops: 2114
  flop_cell: "edfxtp_1"
  synthesis.area_sq_um: 96900
  ys.warnings.count: 1
  yosysChipArea_sq_um: 96900
  top_cells_by_area: "edfxtp_1, mux4_2, mux2i_1, a221oi_1, a22oi_1"
  yosysTopAreaCell: "edfxtp_1"
  syn_inst: 5322
  ys_cells: 5322
global_route:
  grt-ovfl-total: 0
  grt_pass1_vias: 63855
  grtUsageTotal: 0.246
  grt_first_pass_wirelength_microns: 512000
  grt_start_max_net_pins: 209
  antenna_found_initial: 18
worst_hold_path:
  min_from: "rdclock$_DFF_P_"
  min_delay_path_depth: 1
  holdCritPathClass: "reg -> reg"
  min_to: "rdclock$_DFF_P_"
pwr:
  power.density_nw_per_um2: 5.53
  power_frac_comb: 0.870
  p_clk_frac: 0.034
  seq_power_share: 0.096
  ir_worst_vdd_mv: 0.0104
  power.total_w: 0.000574
  internal_power_w: 0.000237
  p_sw_frac: 0.588
  leakage_nw: 30.6
  power.net_switching_w: 0.000337
clocking:
  ctsResizeCount: 0
  root_buffer: "clkbuf_16"
  cts_tree: "done"
  post-cts-setup-buffer-count: 0
  clk-insertion-delay-late_ns: 0.23
  h-tree-depth: 1
  cts_buffer_depth: 2
  postCtsHoldBufs: 0
  cts_made_buffers: 3
  path_clk_slew_ns: 0.03
outcome:
  status: "finished, final reports clean"
flow_run:
  maxCapViolations: 0
  warning_count: 104
layout:
  layout.cells.most_common: "edfxtp_1"
  drive_gt1_frac: 0.250
  syn_to_final_growth_pct: 7.21
  layout.cells.non_filler: 9605
  fin_util: 0.323
  final_cell_mix: "edfxtp_1, mux4_2, buf_4, a221oi_1, mux2i_1"
-- final cells by class --
cell class              instances  area, sq um
well taps                    4305         5390
fillers                     30137       217000
flip-flops and latches       2114        63500
diodes                         26         65.1
multi-input cells            2754        31600
repair buffers                396         3270
clock buffers                   3         75.1
inverters                       7         38.8
-- power groups by stage --
stage / Clock, W / Sequential, W / Combinational [W]
final: 0.0000194 / 0.0000551 / 0.000500
after global routing: 0.0000198 / 0.0000552 / 0.000517
after CTS: 0.0000197 / 0.0000550 / 0.000489
-- flip-flops by register name (all words and copies together), names as in the netlist --
name     count
ram       2048
rdclock      1
wrclock      1
tempout     32
q           32
-- synth_stat cells, drive strengths merged (29+ instances only) --
cell	instances
a21oi	112
a221oi	286
a22o	43
a22oi	257
buf	312
clkbuf	135
edfxtp	2112
mux2	178
mux2i	265
mux4	707
nand2	161
nand3	33
nor2	237
nor2b	29
o21ai	113
o221ai	32
o22ai	105
-- worst max path at each step --
stage          startpoint               to  cells past startpoint
6_report  wrclock$_DFF_P_  wrclock$_DFF_P_                      1
5_1_grt   wrclock$_DFF_P_  wrclock$_DFF_P_                      1
4_1_cts   wrclock$_DFF_P_  wrclock$_DFF_P_                      1
-- routing by layer --
metal  track usage  up-vias
met4         0.146       59
met1         0.218    29326
met5        0.0491        -
met3         0.230     1126
met2         0.348     5585
li1              -    22576
-- cell families (layout without fill, tap and decap cells) --
family / after synthesis / count (layout) / share of synthesized area
other: 0 / 26 / 0
muxes: 1150 / 1150 / 0.213
AOI/OAI and AO/OA: 1075 / 1075 / 0.0827
buffers and inverters: 454 / 406 / 0.0259
and+or+nand+nor: 529 / 529 / 0.0238
DFF: 2114 / 2114 / 0.655
-- stage by stage --
step	setup WS, ns	hold slack [ns]	area (sq um)
2_1_floorplan	7.34	0.816	96900
3_3_place_gp	31.84	0.681	104000
3_5_place_dp	31.84	0.641	104000
4_1_cts	31.83	0.662	104000
5_1_grt	31.79	0.676	104000
6_report	31.87	0.638	104000
Power is estimated from default activity; no workload was simulated.
