--- /design/flow/config.mk ---
export PLATFORM = sky130hd
export DESIGN_NAME = regfile
export DESIGN_NICKNAME = regfile
export VERILOG_FILES = /design/flow/design.v
export SDC_FILE = /design/flow/constraint.sdc
export NUM_CORES = 4
export LEC_CHECK = 1
export CORE_UTILIZATION = 50
--- /design/flow/constraint.sdc ---
current_design regfile

set clk_period 21.0
set clk_io_pct 0.2

create_clock -name clk0 -period $clk_period [get_ports {clk}]

set non_clock_inputs [all_inputs -no_clocks]
set_input_delay [expr $clk_period * $clk_io_pct] -clock clk0 $non_clock_inputs
set_output_delay [expr $clk_period * $clk_io_pct] -clock clk0 [all_outputs]
--- /design/flow/design.v ---
module regfile(clk, rst, regwr, rw, ra, rb, busa, busb, busw);
  input [4:0] ra;
  input [4:0] rb;
  input [4:0] rw;
  input [31:0] busw;
  input regwr;
  input clk;
  input rst;
  output [31:0] busa;
  output [31:0] busb;
  reg [31:0] regfile[31:0];
  reg wrclk;
  parameter x0 = 32'd0;
  always @(posedge clk)
  begin
      wrclk <= ~wrclk;
  end
  always @(posedge wrclk)
  begin
    if(rst)
      regfile[0] <= x0;
    else if(regwr)
    begin
      if(rw != 5'b0)
        regfile[rw] <= busw;
      else
        regfile[rw] <= x0;
    end
    else
      regfile[rw] <= regfile[rw];
  end
  assign busa = regfile[ra];
  assign busb = regfile[rb];
endmodule
--- /design/flow/run.sh ---
#!/bin/bash
# OpenROAD 26Q1-2900-gdf79404cd8, Yosys 0.63+post, stock flow scripts
make -C /OpenROAD-flow-scripts/flow DESIGN_CONFIG=/design/flow/config.mk WORK_HOME=/design/flow/orfs finish
==> run summary <==
Physical implementation.

- The maximum clock frequency is between 70 and 80 MHz.
- The via density per instance is about 6.6.
- The hold buffer count at CTS is 0.
- Wires add up to between 150 and 200 mm.
- In this run the count of I/O pins placed on the die edge is 114.
- In this run the core area contains 114 standard-cell rows.
- The length of the first detailed-routing pass in iterations is 23.
- The tool warning count for the run is about 42.
- Clock-pin slew was measured on the worst setup and hold paths at 0 ns.
- Post-CTS timing repair inserted 0 buffers for setup.
- The areal power density over the cells is approximately 7.5 nW/um2.
- In the setup report, the worst path falls into the class input port to output pin.
- The footprint of the multi-input gates is 17000 um2.
- The floorplan die width is ~320 um.
- The design draws 0.000385 W.
- STA lists the endpoint of the worst register-to-register path as wrclk.
- The initial core utilization is 0.506.
- The share of the Yosys chip area taken by registers is 0.628.
- The area of all sequential standard cells is between 30000 and 40000 um2.
- about 2000 endpoints have no timing constraint.
- The pre-CTS setup slack is approximately 7.9 ns.
- The synthesis warning total is 1.
- At the end of routability-driven placement, the weighted congestion stood at 0.891.
- The global routing report lists combined usage of all routing layers as 0.347.
- Clock latency on the worst-skew pair, taken at its later pin, is 0 ns.
- The report gives the cell count of the worst hold path as 1.
- The placement report lists the number of port buffers as 113.
- The mapped netlist covers 49000 um2.
- The worst setup path is launched from an input port.
- The number of cell instances after yosys synthesis is roughly 3400.
- Each instance of the synthesized netlist takes up on average roughly 14 um2.
- The hold slack is 0.646 ns.
- The remaining max-slew budget at the tightest pin is 0.227.
- The routed layout has 30900 vias.
- Entering global routing, the biggest net connects 113 pins.
- Between the synthesized netlist and the finished layout, the area growth was recorded as 5.34%.
- The top fanout value on the critical path is roughly 68.
- The finished layout holds 4707 standard cells, fillers aside.
- Setup repair after global routing left no endpoint under its margin.
- The wire length of the first global-routing pass is roughly 220 mm.
- The timer found a little over 1000 register pins that no clock reaches; their paths are not timed.
- The final number of setup-violating endpoints is 0.
- STA lists the startpoint of the worst hold path as wrclk.
- The gate-level netlist out of Yosys references 23 unique cell types.
- The buffer and inverter count on the worst path is 6.
- The antenna diode count is 0.
- The number of global-route vias before repair is about 32000.
- In this run the remaining antenna-violating nets after routing total 0.
- Measured in cells, the most critical reg-to-reg path has a length of 1.
- The slack of the worst reg-to-reg path is about 20 ns.
- The height of the die is about 320 um.
- The count of instances resized after the clock tree is built is 0.
- The number of antenna violations at the first check in global routing is 3.
- The number of placed instances, taps included, is between 4000 and 5000.
- The flow ran to the end, and the final reports show no timing, DRC or antenna violations.
- The violation tally recorded at the end of detailed-routing iteration 0 is 2133.
- The share of total power dissipated in sequential elements is 0.084.
- The cell occurring most often along the worst timing path is sky130_fd_sc_hd__buf_4.
- The part of the total power dissipated in the clock network is 0.
- The period utilization is 0.625.
- The worst hold path endpoint is wrclk.
- The critical path endpoint has a required time of roughly 17 ns.
- The count of mapped cells out of synthesis is between 3000 and 4000.
- The combinational fraction of design power is 0.916.
- Switching power as a fraction of the total was reported as 0.607.
- Per the OpenROAD floorplan log, the area of the core is between 90000 and 100000 um2.
- The fraction of layout instances using a drive strength above 1 is 0.0568.
- The final-report hold violation count is 0.
- The setup slack after layout is about 7.9 ns.
- STA reports the tightest min-delay check as being of type flip-flop to flip-flop.
- The analysis attributes to cell leakage a power of around 17 nW.
- The post-route DRC violation count is 0.
- Traced cell by cell, the critical path runs through buf_8, buf_4, buf_4, buf_4, buf_4, mux2i_1, a22o_1, nor3_1, a31oi_1, nand3_1, clkdlybuf4s50_1.
- The setup total negative slack is 0 ns.
- For this run, the slowest stage of the critical path takes roughly 0.73 ns.
- The worst setup path is captured at an output pin.
- For the worst setup path, the data arrival time is a little under 9 ns.
- The start point of the critical path is ra[1].
- Per the GRT congestion report, total overflow comes to 0.
- The worst VDD IR drop from the latest analysis is 0.0000166 V.
- The reg-to-reg critical path startpoint is wrclk.
- The critical path's top delay family is buffers and inverters.
- The number of pins with negative max-slew slack in the final report is 0.
- The estimated wirelength of the detail-placed design is 90.7 mm.
- The transition at the pin with the smallest max-transition slack is 1.16 ns.
- The floorplan die area is 99300 um2.
- After layout, the setup clock skew is reported as 0 ns.
- The average detailed-routed wire length per instance is between 30 and 40 um.
- Per the OpenROAD power report, switching power amounts to between 0.0002 and 0.00025 W.
- The final period demand of the worst path is 13.14 ns.
- Internal power comes to 0.000151 W.
- On the critical path, the stage with the largest delay is an instance of sky130_fd_sc_hd__buf_4.
- The total of max-cap violations is 0.
- The synthesized flop and latch total is about 1000.
- The area recorded from the Yosys report for this design is about 49000 um2.
- Fill cells in the final layout number approximately 7600.
[cells in the mapped netlist]
library cell               count  share of area
sky130_fd_sc_hd__edfxtp_1   1024           0.63
sky130_fd_sc_hd__mux2i_1    1024           0.21
sky130_fd_sc_hd__buf_2        66         0.0067
sky130_fd_sc_hd__nor3_1       65         0.0066
sky130_fd_sc_hd__clkbuf_1     82         0.0063
sky130_fd_sc_hd__buf_6        37         0.0085
sky130_fd_sc_hd__nor2b_1       7        0.00089
sky130_fd_sc_hd__nand2b_1      6        0.00077
sky130_fd_sc_hd__clkbuf_4      4        0.00061
sky130_fd_sc_hd__nor2_1       38         0.0029
sky130_fd_sc_hd__nand3_1     195          0.020
sky130_fd_sc_hd__a31oi_1      64         0.0082
sky130_fd_sc_hd__inv_1         1       0.000076
sky130_fd_sc_hd__buf_1        10        0.00077
sky130_fd_sc_hd__or2_2         3        0.00038
sky130_fd_sc_hd__a22o_1      128          0.023
sky130_fd_sc_hd__and2_1       35         0.0045
sky130_fd_sc_hd__dfxtp_1       1        0.00041
sky130_fd_sc_hd__a22oi_1     192          0.029
sky130_fd_sc_hd__nand3b_1      1        0.00015
sky130_fd_sc_hd__buf_4        57         0.0087
sky130_fd_sc_hd__nand2_1     199          0.015
sky130_fd_sc_hd__a21oi_1     194          0.020
[routing by layer]
layer | GRT usage | wire length, um | vias to the layer above
met5 | 0.0266 | 378 | -
met4 | 0.0901 | 5670 | 21
met3 | 0.223 | 25500 | 291
met2 | 0.501 | 71400 | 2044
met1 | 0.457 | 53900 | 15100
li1 | - | - | 13400
[layout by cell type, fill, tap and decap left out, drive strengths merged]
master            n
clkdlybuf4s50   111
and2             35
nor2b             7
nand2b            6
buf             143
dfxtp             1
nand2           199
a22oi           192
nor2             38
inv               1
mux2i          1024
nand3b            1
nor3             65
a21oi           194
nand3           195
a22o            128
edfxtp         1024
a31oi            64
or2               3
[layout make-up]
class | count | area share
Inverter | 1 | 0.0000727
Tap cell | 1276 | 0.0309
Multi-Input combinational cell | 2151 | 0.330
Timing Repair Buffer | 254 | 0.0436
Sequential cell | 1025 | 0.596
[cell families (layout without fill, tap and decap cells)]
| group | count (synthesis) | count (layout) | share of synthesized area |
|---|---|---|---|
| flops | 1025 | 1025 | 0.628 |
| mux | 1024 | 1024 | 0.209 |
| compound gates | 578 | 578 | 0.0802 |
| simple gates | 549 | 549 | 0.0514 |
| buf+inv | 257 | 255 | 0.0317 |
[how the worst max path moves through the flow]
stage,slack (ns),cells past startpoint,endpoint
6_report,7.86,11,busa[27]
5_1_grt,7.65,11,busa[27]
4_1_cts,7.93,11,busa[27]
[sequential cells by signal, indices dropped and copies added (netlist names)]
signal and cells:
regfile 1024, wrclk 1
[power groups by stage]
stage | logic [W] | registers (W) | clock network [W]
final | 0.000353 | 0.0000325 | 0
after global routing | 0.000368 | 0.0000326 | 0
after CTS | 0.000348 | 0.0000325 | 0
[metrics by stage]
stage | utilization | instance area [um2]
6_report | 0.533 | 51600
5_1_grt | 0.533 | 51600
4_1_cts | 0.533 | 51600
3_5_place_dp | 0.533 | 51600
3_3_place_gp | 0.533 | 51600
2_1_floorplan | - | 49000
Power and IR drop assume default switching activity.
